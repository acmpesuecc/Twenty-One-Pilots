==> flow/design.v <==
module Binary_to_Onehot #(parameter int BIN_W = 4,
                          parameter int ONE_HOT_W = 16)
                         (input   logic [BIN_W-1:0] bin_i,
                          output  logic [ONE_HOT_W-1:0] one_hot_o);
initial
begin
  if (ONE_HOT_W != (1 << BIN_W))
  begin
    $error("Parameter error: ONE_HOT_W (%0d) must equal 2^BIN_W (%0d)",
            ONE_HOT_W, (1 << BIN_W));
    $finish;
  end
end
assign one_hot_o = 1'b1 << bin_i;
endmodule
==> flow/run.sh <==
#!/bin/bash
# OpenROAD 26Q1-2900-gdf79404cd8, Yosys 0.63+post, stock flow scripts
make -C /OpenROAD-flow-scripts/flow DESIGN_CONFIG=/design/flow/config.mk WORK_HOME=/design/flow/orfs finish
==> flow/config.mk <==
export PLATFORM = sky130hd
export DESIGN_NAME = Binary_to_Onehot
export DESIGN_NICKNAME = Binary_to_Onehot
export VERILOG_FILES = /design/flow/design.v
export SDC_FILE = /design/flow/constraint.sdc
export NUM_CORES = 4
export LEC_CHECK = 1
export CORE_AREA = 10 10 70 70
export DIE_AREA = 0 0 80 80
==> flow/constraint.sdc <==
current_design Binary_to_Onehot

set clk_period 1.0
set clk_io_pct 0.2

create_clock -name clk0 -period $clk_period

set non_clock_inputs [all_inputs -no_clocks]
set_input_delay [expr $clk_period * $clk_io_pct] -clock clk0 $non_clock_inputs
set_output_delay [expr $clk_period * $clk_io_pct] -clock clk0 [all_outputs]
==> flow_summary.ini <==
; implementation run metrics
[global_route]
grt_overflow = 0
grt_pass1_wl_um = 1980
grt_pass1_vias = 344
grt_max_degree = 9
antenna_found_initial = 0
track_usage = 0.0383

[timing]
final_max_slew_viol_count = 0
fmax_ghz = 0.874
period_used_share = 1.14
rsz0062_at_grt = yes
worst_hold_slack_ps = 765
period_minus_slack_ps = 1140
slew_headroom = 0.864
hold_viol = 0
setup_violations = 13
timing.final.ws_setup_ps = -144
worstMarginPinSlew_ps = 203

[pwr]
power_mw = 0.241
p_clk_frac = 0
power.leakage_nw = 0.346
share_seq_of_total_power = 0
peakVddDrop_uv = 149
powerDensity_nw_per_um2 = 337
swShare = 0.351
pwr-share-comb = 1.000
intPower_mw = 0.156
p_switching_mw = 0.0846

[logic_synthesis]
yosysTopAreaCell = and4bb_2
top_cell = and4bb_2
netlist_top_cells_area = and4bb_2 33%, nor4b_2 27%, and4b_1 18%
synth.distinct_cells = 6
synth_stat.cells = 20
ys_warn_count = 1
synthCells = 20
seq_area_frac_synth = 0
avgSynthCellArea_sq_um = 11.3
yosys-stat-area_sq_um = 226
yosys-top-cells-count = 6 x and4bb_2, 4 x and4b_1, 4 x buf_4, 4 x nor4b_2
syn_area_sq_um = 226
top_area_frac = 0.331

[clock_network]
hold_buffers = 0

[floorplan]
rows = 21
coreArea_sq_um = 3420
die_h_um = 80
die_area_sq_um = 6400
io-pin-count = 20
die_x_um = 80
fp_util = 0.0663

[worst_setup_path]
crit_path_max_fanout = 6
cp.arrival_ps = 940
endpoint_kind = primary output
cp-start-kind = primary input
crit_required_ps = 800
crit_type = primary input to primary output

[run_status]
outcome = finished with violations
violations = negative setup slack

[placed_design]
dp_hpwl_um = 634
port_buffers = 20
gp_congestion = 0.721
dpl_cell_area_sq_um = 497

[cells_and_area]
areaGrowthSynthToFinish_pct = 216
utilization = 0.210
n_fill_cell = 368
register_area_sq_um = 0
design_area_sq_um = 716
n_clock_buffer = 0
seq_cell_count = 0
drive_above_1_share = 0.900

[routing]
first_iter_violations = 17
antenna_cells_inserted = 0
num_vias = 343
post-route-drc-count = 0
drt_wl_total_um = 1390
avgRoutedWirePerCell_um = 13.1
vias_per_cell = 3.24
first_pass_iters = 2
drtAntennaViolNets = 0

[run]
warning_count = 34
maxCapViolCount = 0

[hold_path]
hold_path_class = primary input to primary output
-- through the flow --
stage | instances | setup WS (ps) | TNS [ps]
2_1_floorplan | 20 | 250 | 0
3_3_place_gp | 86 | -802 | -12140
3_5_place_dp | 86 | -800 | -12000
4_1_cts | 104 | -125 | -973
5_1_grt | 106 | -189 | -1640
6_report | 106 | -144 | -1160
-- per-layer routing --
| metal | vias up | GRT usage | share of wire |
|---|---|---|---|
| met5 | - | 0 | 0 |
| met4 | 0 | 0 | 0 |
| met3 | 0 | 0.0148 | 0.099 |
| met2 | 20 | 0.0393 | 0.34 |
| met1 | 154 | 0.0686 | 0.56 |
| li1 | 169 | - | - |
-- power groups by stage --
stage	Clock (mW)	Sequential, mW	Combinational [mW]
6_report	0	0	0.241
5_1_grt	0	0	0.257
4_1_cts	0	0	0.207
-- final timing paths --
| check | start | endpoint | cells past startpoint |
|---|---|---|---|
| hold / removal | bin_i[0] | one_hot_o[4] | 4 |
| setup / recovery | bin_i[1] | one_hot_o[1] | 5 |
-- worst max-delay path, stage by stage --
cell and delay [ps]:
buf_8 100, buf_6 120, buf_6 120, nor4b_4 270, buf_2 140
-- placed cells by master (no fill, tap or decap), drive strengths merged --
master	instances
nor4b	4
and4b	4
clkdlybuf4s15	1
and4bb	6
buf	43
nor4	1
and4	1
-- final cells by class --
type / instances / area (sq um) / share of cell area
repair buffers: 44 / 418 / 0.584
well taps: 46 / 57.6 / 0.0804
multi-input cells: 16 / 240 / 0.336
-- logic make-up (layout without fill, tap and decap cells) --
family | after synthesis | in the layout | share of synthesized area
simple gates | 16 | 16 | 0.867
buf+inv | 4 | 44 | 0.133
-- timing repair --
action                     CTS  global route
gates cloned                 4             0
pin swaps                    9             5
buffers inserted            14             3
setup endpoints to repair   16            13
resized                     89            10
hold endpoints to repair     0             0
Power and IR drop assume default switching activity.
