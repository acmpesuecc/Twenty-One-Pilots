`design.v`:
```
module Synchronous_FIFO #(
  parameter DEPTH   = 4,
  parameter DATA_W  = 1
)(
  input         wire              clk,
  input         wire              reset,
  input         wire              push_i,
  input         wire[DATA_W-1:0]  push_data_i,
  input         wire              pop_i,
  output        wire[DATA_W-1:0]  pop_data_o,
  output        wire              full_o,
  output        wire              empty_o
);
logic [DATA_W-1:0] mem [0:DEPTH-1];
logic [$clog2(DEPTH)-1:0] w_ptr, r_ptr;
logic [$clog2(DEPTH+1)-1:0] count;
always@(posedge clk or posedge reset) begin
    if(reset) begin
        w_ptr <= 0;
    end 
    else if(push_i && !full_o) begin
      mem[w_ptr] <= push_data_i;
      w_ptr <= w_ptr + 1;
    end
  end
always@(posedge clk or posedge reset) begin
    if(reset) begin
        r_ptr <= 0;
    end 
    else if(pop_i && !empty_o) begin
        r_ptr <= r_ptr + 1;
    end
  end
  always@(posedge clk or posedge reset) begin
    if(reset) begin
      count <= 0;
    end 
    else begin
        if(push_i && !full_o && !(pop_i && !empty_o))
            count <= count + 1;
        else if(pop_i && !empty_o && !(push_i && !full_o))
            count <= count - 1;
    end
  end
assign pop_data_o = mem[r_ptr];  
assign full_o  = (count==DEPTH);
assign empty_o = (count==0);
endmodule
```
`run.sh`:
```
#!/bin/bash
# OpenROAD 26Q1-2900-gdf79404cd8, Yosys 0.63+post, stock flow scripts
make -C /OpenROAD-flow-scripts/flow DESIGN_CONFIG=/design/flow/config.mk WORK_HOME=/design/flow/orfs finish
```
`config.mk`:
```
export PLATFORM = sky130hd
export DESIGN_NAME = Synchronous_FIFO
export DESIGN_NICKNAME = Synchronous_FIFO
export VERILOG_FILES = /design/flow/design.v
export SDC_FILE = /design/flow/constraint.sdc
export NUM_CORES = 4
export LEC_CHECK = 1
export CORE_AREA = 10 10 83 83
export DIE_AREA = 0 0 93 93
```
`constraint.sdc`:
```
current_design Synchronous_FIFO

set clk_period 3.2
set clk_io_pct 0.2

create_clock -name clk0 -period $clk_period [get_ports {clk}]

set non_clock_inputs [all_inputs -no_clocks]
set_input_delay [expr $clk_period * $clk_io_pct] -clock clk0 $non_clock_inputs
set_output_delay [expr $clk_period * $clk_io_pct] -clock clk0 [all_outputs]
```
==> flow_summary.json <==
{
  "die-area_um2": 8650,
  "die_width_um": 93,
  "power_density_nw_per_um2": 805,
  "grt_start_max_net_pins": 8,
  "clkTransAtPathRegs_ns": 0.05,
  "fp_util_pct": 12.7,
  "maxCapViolCount": 0,
  "crit_slowest_cell": "clkdlybuf4s50_1",
  "num-fill-cells": 584,
  "syn_area_um2": 652,
  "avgSynthCellArea_um2": 13.3,
  "critical_path_required_ns": 2.56,
  "setup_tns_ns": 0,
  "period_minus_slack_ns": 2.38,
  "setup_viol": 0,
  "arrival_ns": 1.74,
  "synth_top_cell_by_count": "ha_1",
  "drt_iter0_drc": 8,
  "cts_hold_buffers": 0,
  "synth_seq_share_pct": 45.3,
  "ios": 8,
  "die_h_um": 93,
  "final.setup_skew_ns": 0.00312,
  "diodes": 0,
  "worstMarginPinSlew_ns": 0.406,
  "path_class": "reg2out",
  "drt_pre_antenna_iters": 4,
  "finalNonFillerCells": 130,
  "netlist_top_cells_count": "9 x ha_1, 8 x inv_1, 7 x dfrtp_1",
  "routed_via_density": 2.72,
  "worst_ir_drop_vdd_mv": 0.594,
  "grt-ovfl-total": 0,
  "cts_setup_buffers": 0,
  "port_buffers": 7,
  "hp-class": "reg2reg",
  "yosys_cells": 49,
  "rsz0062_at_grt": "no",
  "placementRows": 26,
  "cp_max_fo": 4,
  "yosysWarningCount": 2,
  "max_slew_margin_pct": 72.9,
  "clock_sinks": 11,
  "synth-async-reset-ratio_pct": 63.6,
  "cts-root-buf": "clkbuf_8",
  "logic_area_um2": 327,
  "dp_cells": 126,
  "layout-drive-gt1-share_pct": 16.7,
  "setup.worst_path.start_class": "flip-flop",
  "ys_ff": 11,
  "finalCritPeriodShare_pct": 74.3,
  "yosysChipArea_um2": 652,
  "regArea_um2": 295,
  "finalWorstSetupSlack_ns": 0.824,
  "clk_path_buf_depth": 2,
  "edf_count": 4,
  "maxSlewViolCount": 0,
  "routed_wl_um": 949,
  "status": "finished clean",
  "topCellsByArea": "dfrtp_1 27%, edfxtp_1 18%, ha_1 17%",
  "ant_nets": 0,
  "dominantRegCellSynth": "dfrtp_1",
  "wl_per_cell_um": 7.30,
  "yosys.area.top_type_share_pct": 26.9,
  "leakage_uw": 0.000357,
  "synthCells": 49,
  "pre_cts_ws_ns": 0.776,
  "hpwl_um": 837,
  "ys_types": 17,
  "track_usage_pct": 2.28,
  "critPathMaxStageDelay_ns": 0.43,
  "drc": 0,
  "antenna_found_initial": 0,
  "vias": 353,
  "grt_first_pass_wirelength_mm": 1.64,
  "cts_buffers": 3,
  "gp_congestion": 0.697,
  "finalHoldViolations": 0,
  "clk_latency_ns": 0.23,
  "htree_levels": 1,
  "top_area_cell": "dfrtp_1",
  "grt_pass1_vias": 365,
  "core_um2": 5140,
  "warning_count": 31,
  "timing.fmax_mhz": 421,
  "postCtsResizedCells": 0,
  "cts_tree": "done",
  "crit_chain": "inv_1 -> ha_1 -> a222oi_1 -> mux2i_1 -> clkdlybuf4s50_1",
  "syn_to_final_growth_pct": 31.1,
  "end_kind": "output port"
}
==> cell usage in the layout (no fill, tap or decap), drive strengths merged, types with 3 or more instances in the layout <==
cell type      netlist  layout
inv                  8       8
and2                 4       4
clkdlybuf4s50        0       7
clkbuf               0       4
ha                   9       9
xnor2                3       3
mux2                 3       3
edfxtp               4       4
dfrtp                7       7
==> registers in the layout, summed over array words and instances (netlist names) <==
| name | flops |
|---|---|
| mem | 4 |
| count | 3 |
| r_ptr | 2 |
| w_ptr | 2 |
==> final cells by class <==
class	instances	area share, %
clock buffer	4	5.27
inverter	8	3.51
multi-input combinational	30	38.2
sequential	11	34.6
tap	70	10.2
timing repair buffer	7	8.20
==> cell families (layout without fill, tap and decap cells) <==
group	after synthesis	after routing	synth area share, %
flops	11	11	45.3
fa+ha+maj	10	10	20.3
simple gates	10	10	14.2
buf+inv	8	19	4.61
xor+xnor	5	5	6.72
mux	4	4	7.29
compound gates	1	1	1.54
==> where the power goes <==
group	internal, uW	switching, uW	leakage [uW]	total [uW]
sequential	202	64.7	0.000118	267
combinational	179	111	0.000216	290
clock	86.7	44.0	0.0000228	131
==> worst paths after layout <==
check                      slack, ns  depth (start not counted)            startpoint                   end
setup / recovery                0.82                          5  r_ptr[1]$_DFFE_PP0P_         pop_data_o[0]
min in group asynchronous       0.68                          2                 reset  w_ptr[0]$_DFFE_PP0P_
max in group asynchronous       2.31                          2                 reset  r_ptr[1]$_DFFE_PP0P_
hold reg to reg                 0.52                          1  count[2]$_DFFE_PP0P_  count[2]$_DFFE_PP0P_
setup reg to reg                1.19                          7  count[0]$_DFFE_PP0P_  count[1]$_DFFE_PP0P_
hold / removal                  0.52                          1  count[2]$_DFFE_PP0P_  count[2]$_DFFE_PP0P_
==> metrics by stage <==
step                total power (uW)  util, %  cell area [um2]  hold slack [ns]
global route                     753     16.6              855            0.554
detailed placement               567     15.7              810            0.508
global placement                 550     15.7              810            0.503
finish                           688     16.6              855            0.516
floorplan                        467        -              652            0.443
CTS                              703     16.6              855            0.517
==> layer usage <==
metal  global-route usage (%)  vias up  routed length, um
met5                        0        -                  0
met4                    0.129        0                  0
met3                     1.21        0                 62
met2                     3.27        7                413
met1                     3.13      166                473
li1                         -      180                  -
==> worst max-delay path: cells and delay by family (launching register included) <==
| kind | cells | cell delay [ns] |
|---|---|---|
| buf+inv | 2 | 0.51 |
| flops | 1 | 0.38 |
| mux | 1 | 0.15 |
| fa+ha+maj | 1 | 0.18 |
| compound gates | 1 | 0.30 |
Power is estimated from default activity; no workload was simulated.
