`flow/config.mk`:
```
export PLATFORM = sky130hd
export DESIGN_NAME = Muxes
export DESIGN_NICKNAME = Muxes
export VERILOG_FILES = /design/flow/design.v
export SDC_FILE = /design/flow/constraint.sdc
export NUM_CORES = 4
export LEC_CHECK = 1
export CORE_AREA = 10 10 70 70
export DIE_AREA = 0 0 80 80
```
`flow/run.sh`:
```
#!/bin/bash
# OpenROAD 26Q1-2900-gdf79404cd8, Yosys 0.63+post, stock flow scripts
make -C /OpenROAD-flow-scripts/flow DESIGN_CONFIG=/design/flow/config.mk WORK_HOME=/design/flow/orfs finish
```
`flow/design.v`:
```
module Muxes(
    input     wire[3:0] a_i,
    input     wire[3:0] sel_i,
    output    wire     y_ter_o,
    output    logic     y_case_o,
    output    logic     y_ifelse_o,
    output    logic     y_loop_o,
    output    logic     y_aor_o
);
assign y_ter_o = sel_i[0]?a_i[0]:(sel_i[1]?a_i[1]:(sel_i[2]?a_i[2]:(sel_i[3]?a_i[3]:1'b0)));
always_comb begin
    case(sel_i)
        4'b0001: y_case_o=a_i[0];
        4'b0010: y_case_o=a_i[1];
        4'b0100: y_case_o=a_i[2];
        4'b1000: y_case_o=a_i[3];
        default: y_case_o=0;
    endcase
end
always_comb begin
    if(sel_i[0]) y_ifelse_o=a_i[0];
    else if(sel_i[1]) y_ifelse_o=a_i[1];
    else if(sel_i[2]) y_ifelse_o=a_i[2];
    else if(sel_i[3]) y_ifelse_o=a_i[3];
    else y_ifelse_o=0;
end
always@(*) begin
    y_loop_o=0;
    for(int i=0;i<4;i++) begin 
        if(sel_i[i]) y_loop_o=a_i[i];
     end
end
assign y_aor_o = a_i[0]&&sel_i[0] || a_i[1]&&sel_i[1] || a_i[2]&&sel_i[2] || a_i[3]&&sel_i[3];
endmodule
```
`flow/constraint.sdc`:
```
current_design Muxes

set clk_period 1.0
set clk_io_pct 0.2

create_clock -name clk0 -period $clk_period

set non_clock_inputs [all_inputs -no_clocks]
set_input_delay [expr $clk_period * $clk_io_pct] -clock clk0 $non_clock_inputs
set_output_delay [expr $clk_period * $clk_io_pct] -clock clk0 [all_outputs]
```
==> GITHUB_STEP_SUMMARY <==
### Metrics collected by this job

| Metric | Value |
|---|---|
| Via count | `between 200 and 250` |
| Final WL | `between 700 and 800 µm` |
| Die X | `~80 µm` |
| Crit path cell chain | `buf_8, nand3b_1, a221o_2, nand2_2, buf_2` |
| CP delay by family, top | `AND-OR/OR-AND gates` |
| FP Core Util | `~3.4%` |
| Synth Instances | `19` |
| Fin. Hold Viols | `0` |
| Design Power | `around 150 µW` |
| Endpoint type of the worst setup path | `primary output` |
| Setup crit end | `y_ifelse_o` |
| Ratio of cells with drive above 1 in the final layout | `80.5%` |
| Critical path type | `input port to primary output` |
| CP max-delay cell | `a221o_2` |
| Post-DP HPWL | `525 µm` |
| Yosys warns | `1` |
| Final Cycle Share | `119%` |
| Die height | `roughly 80 µm` |
| Placed Instances | `83` |
| Inserted Diodes | `0` |
| Post-synth area from yosys stat | `116 µm²` |
| CP startpoint | `sel_i[2]` |
| Core area | `0.00342 mm²` |
| # rows | `21` |
| Cell Count, Final, Fillers Out | `87` |
| Outcome | `complete, but fails checks` |
| Area leader, netlist | `nand3b_1` |
| Total of max-cap violations | `0` |
| Setup crit start kind | `input port` |
| Failing checks | `setup timing` |
| Buf+Inv Stages, Crit Path | `2` |
| Cell Type Count | `14` |
| Hold depth | `4` |
| Levels on crit path | `5` |
| Placed cell area | `roughly 340 µm²` |
| DR vias/cell | `2.82` |
| Min Tclk post-route | `between 1 and 1.5 ns` |
| Critical path fanouts, max | `5` |
| Top post-synthesis cells by count | `nand2_1, a21oi_1, nand3b_1, nor4_1` |
| First-pass GRT wire length | `1130 µm` |
| Worst slew pin tran | `0.250 ns` |
| Slew margin rel. | `83.2%` |
| Design area | `~400 µm²` |
| HP Class | `input port to primary output` |
| Largest net degree at the start of global routing | `7` |
| 1st-pass router iterations | `4` |
| Worst vdd ir | `0.0000496 V` |
| # fillers | `approximately 390` |
| Drt wl/cell | `8.46 µm` |
| Io pins | `13` |
| Max-area cell share | `between 10 and 15%` |
| Arrival @ worst endpoint | `between 0.9 and 1 ns` |
| Place WS | `-1.05 ns` |
| Fmax | `around 840 MHz` |
| Top-count cell post-synth | `nand2_1` |
| Endpoints failing setup | `5` |
| Port bufs | `13` |
| Drt drc | `0` |
| Vias in the first global route | `226` |
| Grt total ovfl | `0` |
| Iter 0 DRT Violations | `17` |
| Area grow syn2layout | `246%` |
| Cts hold-fix bufs | `0` |
| Main area contributors | `nand3b_1, nor4_1, a221o_2` |
| Worst hold slack | `0.742 ns` |
| Post-Syn Area | `between 100 and 150 µm²` |
| Initial antenna violation count | `0` |
| Unrepaired setup endpoints after global routing | `true` |
| GRT Util Overall | `just over 2%` |
| Register area | `0 µm²` |
| Tool Warnings | `35` |
| GPL Wtd Cong | `0.751` |
| Syn avg cell area | `approximately 6.1 µm²` |
| Final WS setup | `-0.185 ns` |
| Max incr delay on CP | `about 0.36 ns` |
| Pleak | `approximately 0.17 nW` |
| Sequential share of the synthesized area | `0%` |
| Seq_cells | `0` |
| Clock buf count | `0` |
| Die ar. | `between 0.006 and 0.007 mm²` |
| Power Density | `between 300 and 400 mW/mm²` |
| Final Max Tran Viols | `0` |
| # Cells Yosys | `19` |
| ANT nets after route | `0` |
| Crit path DRT | `around 0.80 ns` |
-- placed cells by master (no fill, tap or decap) --
| cell type | count |
|---|---|
| inv_1 | 1 |
| or3_1 | 1 |
| a221o_2 | 1 |
| a21oi_2 | 1 |
| buf_6 | 6 |
| a211oi_1 | 1 |
| nand2_4 | 2 |
| buf_2 | 9 |
| buf_8 | 1 |
| a21o_1 | 1 |
| buf_4 | 7 |
| a22oi_2 | 1 |
| nand2_2 | 1 |
| nor4_2 | 1 |
| nand3b_1 | 2 |
| o21ai_2 | 1 |
| nor4_4 | 1 |
| a21oi_1 | 1 |
| nand2b_1 | 1 |
| nand3_2 | 1 |
-- cell families (layout without fill, tap and decap cells) --
logic type | after synthesis | after routing | share of synthesized area (%)
buffers and inverters | 2 | 24 | 9.68
AND/OR/NAND/NOR | 10 | 10 | 48.4
AND-OR/OR-AND | 7 | 7 | 41.9
-- cell type report --
type	instances	area, µm²	share of cell area [%]
multi-input combinational	17	161	40.1
inverter	1	3.75	0.932
tap	46	57.6	14.3
timing repair buffer	23	180	44.7
-- repair_timing --
item	4_1_cts	5_1_grt
setup buffers	4	0
gates resized	67	5
pin swaps	8	4
cloned	0	0
setup endpoints to repair	5	5
-- power breakdown --
part	leakage [nW]	internal (mW)	switching (mW)
sequential	0	0	0
combinational	0.175	0.0864	0.0604
clock	0	0	0
-- per-layer routing --
metal  vias up  GRT usage, %  wire, µm
met5         -             0         0
met4         0             0         0
met3         0          1.02       128
met2        13          2.65       301
met1       112          3.03       306
li1        120             -         -
-- worst min path at each step --
stage,from,to,slack [ns]
final,sel_i[3],y_aor_o,0.74
after CTS,sel_i[3],y_aor_o,0.77
after global routing,sel_i[3],y_aor_o,0.77
-- per-stage QoR --
| stage | util [%] | setup TNS, ns |
|---|---|---|
| floorplan | - | -0.0167 |
| global placement | 10.0 | -4.65 |
| detailed placement | 10.0 | -4.82 |
| CTS | 11.2 | -0.739 |
| global route | 11.8 | -0.858 |
| finish | 11.8 | -0.646 |
Power figures rest on the tool's default switching activity, not on a simulated workload.
